### /design/flow/run.sh
#!/bin/bash
# OpenROAD 26Q1-2900-gdf79404cd8, Yosys 0.63+post, stock flow scripts
make -C /OpenROAD-flow-scripts/flow DESIGN_CONFIG=/design/flow/config.mk WORK_HOME=/design/flow/orfs finish
### /design/flow/config.mk
export PLATFORM = sky130hd
export DESIGN_NAME = mux
export DESIGN_NICKNAME = mux
export VERILOG_FILES = /design/flow/design.v
export SDC_FILE = /design/flow/constraint.sdc
export NUM_CORES = 4
export LEC_CHECK = 1
export CORE_AREA = 10 10 71 71
export DIE_AREA = 0 0 81 81
### /design/flow/constraint.sdc
current_design mux

set clk_period 1.0
set clk_io_pct 0.2

create_clock -name clk0 -period $clk_period

set non_clock_inputs [all_inputs -no_clocks]
set_input_delay [expr $clk_period * $clk_io_pct] -clock clk0 $non_clock_inputs
set_output_delay [expr $clk_period * $clk_io_pct] -clock clk0 [all_outputs]
### /design/flow/design.v
module mux(y,sel,a,b);
input sel;
input [31:0]a,b;
output reg [31:0]y;
always@(*) begin
  if(sel)
     y = b;
  else y = a;
end
endmodule
module mux_tb;
reg [31:0]a,b;
reg sel;
wire [31:0]y;
mux MUX(y,sel,a,b);
initial begin
a=32'h3452ADC2;
b=32'hABE4789F;
sel=1'b0;
#10;
sel=1'b1;
#10;
end
initial
  $monitor("time=%0t,sel=%b,a=%h,b=%h,y=%h",$time,sel,a,b,y);
endmodule
==> results.ini <==
[run_status]
status=finished, violations left
violations=setup timing

[setup_path]
cp.buffers_inverters=3
arrival_ps=890
endpoint_kind=output port
cp.required_ps=800
crit_chain=buf_16, buf_16, mux2_4, buf_6
slowest_delay_ps=300
path_class=input port to output port
critPathSlowestCell=mux2_4
worst-path-stages=4
worstPathMaxFanout=8
cp-start-kind=input port
cp_common_cell=buf_16
crit_family=buffers and inverters

[grt]
antenna_found_initial=0
grt_max_degree=9
grt_pass1_vias=787
grt_usage=0.0808
gr-total-overflow=0
grt_pass1_wl_mm=4.18

[final_timing]
max_freq_ghz=0.917
hold_slack_ps=770
setup_violations=31
fin_crit_sh=1.09
report.final.slew_viol_count=0
min_period_ps=1090
max-slew-margin-rel=0.926
worst_pin_slew_ps=110
setup_slack_ps=-90.8
rsz0062_at_grt=yes
hold_violations=0

[synth]
synth.logic.top_family=multiplexers
largest_area_cell=mux2_4
mux_share=0.869
synthTopCellsByArea=mux2_4 (83%), buf_12 (11%), mux2_2 (4.1%)
yosys_area_um2=544
syn_inst=36
syn_avg_cell_area_um2=15.1
aoi_share=0
synthAdderAreaFrac=0
yosys_warnings=1
seq_area_frac_synth=0
netlist_area_um2=544
top_area_frac=0.828
ys_cells=36
synth_cell_type_count=4
ys_sh_xor=0
ys_sh_simple=0

[routing]
ant_nets=0
vias=706
drt-total-wl_mm=2.95
antenna_cells=0
firstDrtPassIters=2
drc=0
wire_per_inst_um=16.0
drt_iter0_markers=7
via_per_inst=3.84

[power_and_ir_drop]
p_int_mw=0.490
power_leakage_nw=0.860
p_sw_frac=0.225
peakVddDrop_uv=170
pwr-share-clk=0
seq_power_share=0
combPwrFrac=1.000
p_per_area_nw_per_um2=397
power_switching_mw=0.142

[layout]
area_growth_pct=193
stdcell_area_um2=1590
flop-count=0
seq_area_um2=0
nClkBuffers=0
drive_above_1_share=0.529
final_common_cell=dlygate4sd2_1
fillers=369
fin_cells=184
final_cell_mix=dlygate4sd2_1 (62), mux2_4 (32), buf_6 (23), buf_2 (9), buf_16 (5)

[hold_path]
hold_path_class=input port to output port
whs_path_depth=3

[clock_tree]
hold_buffers=0
cts_setup_buffers=0

[floorplan]
ios=97
die_w_um=81
die_h_um=81
coreArea_um2=3630
initial_utilization=0.150
dieArea_um2=6560
fp-row-count=22

[placed_design]
gp_congestion=0.809
port_buffers=97
post-place-ws_ps=-519
place_area_um2=1550
placedCellCount=180
detailed_place_hpwl_mm=2.53

[run]
tool_warnings=34
maxCapViolations=0

[final timing paths]
check  start  slack, ps     to
max      sel        -90  y[25]
min    b[29]        770  y[29]
[per-layer routing]
layer  up-vias  global-route usage  routed length, um
li1        341                   -                  -
met1       315              0.0948               1110
met2        50               0.144               1490
met3         0              0.0323                347
met4         0                   0                  0
met5         -                   0                  0
[cell families (layout without fill, tap and decap cells)]
logic type / after synthesis / after routing
buffers and inverters: 4 / 104
multiplexers: 32 / 32
[power by group through the flow]
stage | Clock (mW) | Sequential (mW) | Combinational, mW
after CTS | 0 | 0 | 0.604
after global routing | 0 | 0 | 0.676
final | 0 | 0 | 0.632
[stage by stage]
stage                     power, mW   util  TNS, ps
after global routing          0.676  0.438    -3160
after floorplan               0.206      -        0
after CTS                     0.604  0.421    -2740
final                         0.632  0.438    -2610
after detailed placement      0.662  0.426   -15940
after global placement        0.659  0.426   -15910
[synthesized netlist by cell type, drive strengths merged]
master and n:
mux2 32, buf 4
[cell type report]
class / instances / area (um2) / share of cell area
repair buffers: 104 / 1050 / 0.661
well taps: 48 / 60.1 / 0.0377
multi-input cells: 32 / 480 / 0.302
[repair_timing]
item                                    4_1_cts  5_1_grt
endpoints found under the setup margin       32       32
pin swaps                                     0        0
cloned                                        4        0
resized                                     185       11
Power is estimated from default activity; no workload was simulated.
