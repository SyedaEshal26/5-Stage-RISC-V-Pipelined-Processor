==> design/flow/constraint.sdc <==
current_design imm_ext

set clk_period 2.2
set clk_io_pct 0.2

create_clock -name clk0 -period $clk_period

set non_clock_inputs [all_inputs -no_clocks]
set_input_delay [expr $clk_period * $clk_io_pct] -clock clk0 $non_clock_inputs
set_output_delay [expr $clk_period * $clk_io_pct] -clock clk0 [all_outputs]
==> design/flow/design.v <==
module imm_ext(imm_out,imm_src,inst);
input [1:0]imm_src;
input [31:0]inst;
output reg [31:0]imm_out;
always @(*) begin
    case (imm_src)
        2'b00: begin
            imm_out = {{20{inst[31]}}, inst[31:20]};  
        end
        2'b01: begin
            imm_out = {{20{inst[31]}}, inst[31:25], inst[11:7]};  
        end
        2'b10: begin
          imm_out = {{20{inst[31]}},inst[7],inst[30:25], inst[11:8], 1'b0};  
        end
        2'b11: begin
          imm_out = {{12{inst[31]}},inst[19:12], inst[20], inst[30:21], 1'b0};  
        end
        default: imm_out = 32'b0;
    endcase
end
endmodule
module imm_ext_tb;
reg [31:0] inst;
reg [1:0]  imm_src;
wire [31:0] imm_out;
imm_ext IMM_EXT(imm_out,imm_src,inst);
initial begin
inst = 32'h00A00293;  
imm_src = 2'b00;     
#10
inst = 32'h0062A423;  
imm_src = 2'b01;      
#10
inst = 32'h0042A063;  
imm_src = 2'b10;      
#15
inst = 32'h005303B3;  
imm_src = 2'b11;      
#10;
inst = 32'hfe521ae3; 
imm_src = 2'b10;
#10;
end
initial begin
$monitor("time=%0t inst=%h imm_src=%b imm_out=%h",$time, inst, imm_src, imm_out);
end
endmodule
==> design/flow/run.sh <==
#!/bin/bash
# OpenROAD 26Q1-2900-gdf79404cd8, Yosys 0.63+post, stock flow scripts
make -C /OpenROAD-flow-scripts/flow DESIGN_CONFIG=/design/flow/config.mk WORK_HOME=/design/flow/orfs finish
==> design/flow/config.mk <==
export PLATFORM = sky130hd
export DESIGN_NAME = imm_ext
export DESIGN_NICKNAME = imm_ext
export VERILOG_FILES = /design/flow/design.v
export SDC_FILE = /design/flow/constraint.sdc
export NUM_CORES = 4
export LEC_CHECK = 1
export CORE_AREA = 10 10 70 70
export DIE_AREA = 0 0 80 80
==> flow_metrics.py <==
# Flow results
metrics = {
    "min_path": {
        "hold_class": "in -> out",
        "hold_path_depth": 0,
    },
    "detailed_routing": {
        "via_count": 379,
        "vias_per_cell": 3.21,
        "routed_wl_mm": 1.51,
        "drt-pass1-iter-count": 3,
        "antenna_cells": 0,
        "initialDrtViolationCount": 2,
        "drtAntennaViolNets": 0,
        "wl_per_cell_microns": 12.8,
        "drc": 0,
    },
    "floorplan": {
        "dieHeight_microns": 80,
        "chip_area_sq_um": 6400,
        "fp-row-count": 21,
        "fp_util": 0.0945,
        "io_pins": 66,
        "die_x_microns": 80,
        "core_area_sq_um": 3420,
    },
    "place": {
        "dp_slack_ns": -0.240,
        "place_area_sq_um": 748,
        "placed_cells": 118,
        "dpl.hpwl_mm": 1.32,
        "port_buffers": 47,
        "gp_congestion": 0.798,
    },
    "status": {
        "status": "finished, final reports clean",
    },
    "logic_synthesis": {
        "ys_area_sq_um": 323,
        "top_logic_kind": "buffers and inverters",
        "yosysSeqAreaShare": 0,
        "synth.area.mux_share": 0.202,
        "synth_cells": 39,
        "synth.distinct_cells": 9,
        "yosys_warnings": 1,
        "ys_cells": 39,
        "syn-cell-area_sq_um": 323,
        "syn_area_per_cell_sq_um": 8.28,
        "ys_sh_adder": 0,
        "simple_gate_share": 0.0233,
        "aoi_share": 0.267,
        "ys_sh_xor": 0.0504,
    },
    "global_route": {
        "grt_max_degree": 14,
        "grt_use_total": 0.0427,
        "grt_overflow": 0,
        "antenna_found_initial": 0,
        "grt_pass1_wl_mm": 2.25,
        "first_global_vias": 411,
    },
    "sta": {
        "setup_slack_ns": 0.0722,
        "maxSlewViolCount": 0,
        "hold_viol": 0,
        "layout_min_cycle_time_ns": 2.13,
        "setup_viol": 0,
        "fin_setup_tns_ns": 0,
        "maxSlewHeadroom": 0.848,
        "period_used_share": 0.967,
        "worst_pin_slew_ns": 0.228,
        "rsz0062_at_grt": "false",
        "max_freq_mhz": 470,
    },
    "cells_and_area": {
        "flop_area_sq_um": 0,
        "seq_cell_count": 0,
        "lay_top_count": "clkdlybuf4s50_1",
        "nClkBuffers": 0,
        "fin_cells": 118,
        "stdcell_area_sq_um": 769,
        "final_cell_mix": "clkdlybuf4s50_1 (42), a31o_2 (8), mux2_4 (4), buf_4 (4), dlygate4sd2_1 (3)",
        "areaGrowthSynthToFinish_pct": 138,
        "logic_area_sq_um": 198,
        "drive_above_1_share": 0.292,
        "n_fill_cell": 378,
    },
    "setup_path": {
        "cp.arrival_ns": 1.69,
        "end_kind": "primary output",
        "crit_required_ns": 1.76,
        "crit_type": "in -> out",
        "path_max_fanout": 4,
        "cp-start-kind": "primary input",
    },
    "power_and_ir_drop": {
        "leakage_nw": 0.309,
        "vdd.ir_drop.worst_uv": 39.4,
        "powerDensity_nw_per_um2": 201,
    },
    "cts": {
        "cts_hold_buf": 0,
    },
    "job": {
        "cap_viol_max_count": 0,
        "warning_count": 39,
    },
}
==> cells in the mapped netlist <==
cell type  count  share of area
mux2_2         4           0.14
a21oi_1        1          0.015
a31o_2         8           0.22
buf_2          1          0.015
xor2_2         1          0.050
a21boi_2       1          0.035
mux2i_1        2          0.062
buf_4         19           0.44
nor2_1         2          0.023
==> area by class of cell <==
| type | instances | share of cell area |
|---|---|---|
| Tap cell | 46 | 0.0748 |
| Timing Repair Buffer | 53 | 0.668 |
| Multi-Input combinational cell | 19 | 0.257 |
==> layer usage <==
metal | wire length (microns) | vias up | share of wire | GRT usage
li1 | - | 187 | - | -
met1 | 595 | 171 | 0.40 | 0.0528
met2 | 751 | 21 | 0.50 | 0.0762
met3 | 159 | 0 | 0.11 | 0.0102
met4 | 0 | 0 | 0 | 0.00176
met5 | 0 | - | 0 | 0
==> worst max-delay path: stages <==
cell and delay, ns:
clkdlybuf4s15_1 0.23, xor2_2 0.16, buf_4 0.16, mux2_4 0.29, clkdlybuf4s50_1 0.41
==> repair_timing <==
item	4_1_cts	5_1_grt
setup endpoints to repair	14	10
pin swaps	1	2
gates resized	6	9
buffers inserted	0	1
==> stage by stage <==
stage,hold slack [ns],utilization,power (mW)
2_1_floorplan,0.946,-,0.0518
3_5_place_dp,0.880,0.219,0.151
3_3_place_gp,0.880,0.219,0.150
6_report,0.880,0.225,0.155
5_1_grt,0.880,0.225,0.169
4_1_cts,0.880,0.217,0.148
==> worst paths after layout <==
check	endpoint	startpoint	slack, ns
worst max-delay path	imm_out[4]	imm_src[1]	0.07
worst min-delay path	imm_out[10]	inst[30]	0.88
==> power by group <==
group	internal (mW)	switching [mW]	total [mW]
Combinational	0.118	0.0369	0.155
Clock	0	0	0
Sequential	0	0	0
==> cell families (layout without fill, tap and decap cells) <==
family                    after synthesis  after routing
AOI/OAI and AO/OA                      10             10
xor gates and xnor gates                1              1
buffers and inverters                  20             53
muxes                                   6              6
and+or+nand+nor                         2              2
Power and IR drop assume default switching activity.
