$ cat design/flow/config.mk
export PLATFORM = sky130hd
export DESIGN_NAME = cu
export DESIGN_NICKNAME = cu
export VERILOG_FILES = /design/flow/design.v
export SDC_FILE = /design/flow/constraint.sdc
export NUM_CORES = 4
export LEC_CHECK = 1
export CORE_AREA = 10 10 70 70
export DIE_AREA = 0 0 80 80
$ cat design/flow/constraint.sdc
current_design cu

set clk_period 2.4
set clk_io_pct 0.2

create_clock -name clk0 -period $clk_period

set non_clock_inputs [all_inputs -no_clocks]
set_input_delay [expr $clk_period * $clk_io_pct] -clock clk0 $non_clock_inputs
set_output_delay [expr $clk_period * $clk_io_pct] -clock clk0 [all_outputs]
$ cat design/flow/design.v
module alu_control(alu_control, aluop, fun3, fun7);
input [1:0] aluop;
input [2:0] fun3;
input fun7;
output reg [2:0] alu_control;
always @(*) begin
    case (aluop)
        2'b00: alu_control = 3'd0;  
        2'b01: begin  
            case(fun3)
                3'b000: alu_control = 3'd1;  
                3'b001: alu_control = 3'd1;  
                3'b100: alu_control = 3'd4;  
                3'b101: alu_control = 3'd1;  
                default: alu_control = 3'd0;
            endcase
        end
        2'b10: begin   
            case(fun3)
                3'b000: alu_control = fun7 ? 3'd1 : 3'd0;  
                3'b111: alu_control = 3'd2;  
                3'b110: alu_control = 3'd3;  
                3'b100: alu_control = 3'd4;  
                3'b001: alu_control = 3'd5;  
                3'b101: alu_control = fun7 ? 3'd7 : 3'd6;  
                default: alu_control = 3'd0;
            endcase
        end
        default: alu_control = 3'd0;
    endcase
end
endmodule
module alu_control_tb;
reg [1:0] aluop;
reg [2:0] fun3;
reg fun7;
wire [2:0] alu_control;
alu_control ALU1(alu_control,aluop,fun3,fun7);
initial begin
aluop = 2'b00; fun3 = 3'b000; fun7 = 1'b0; 
#10;
aluop = 2'b01; fun3 = 3'b000;  
#5
aluop = 2'b01; fun3 = 3'b001;  
#5
aluop = 2'b01; fun3 = 3'b100;  
#5
aluop = 2'b01; fun3 = 3'b101;  
#5
aluop = 2'b10; fun3 = 3'b000; fun7 = 1'b0;  
#5
aluop = 2'b10; fun3 = 3'b000; fun7 = 1'b1;  
#5
aluop = 2'b10; fun3 = 3'b111; fun7 = 1'b0;  
#5
aluop = 2'b10; fun3 = 3'b110; fun7 = 1'b0;  
#5
#5
aluop = 2'b10; fun3 = 3'b010; fun7 = 1'b0;  
#5
aluop = 2'b10; fun3 = 3'b001; fun7 = 1'b0;  
#5
aluop = 2'b10; fun3 = 3'b101; fun7 = 1'b0;  
#5
aluop = 2'b10; fun3 = 3'b101; fun7 = 1'b1;  
#10;
end
endmodule
module control_unit(branch,jump,regwrite,memwrite,alu_src,result_src,imm_src,aluop,opcode);
input [6:0]opcode;
output [1:0]aluop, imm_src,result_src;
output branch,jump,regwrite,memwrite,alu_src;
wire [10:0]controls;
assign {alu_src,result_src,imm_src,regwrite,memwrite,branch,jump,aluop} = controls;
assign controls =
    (opcode == 7'b0110011) ? 11'b0_00_00_1_0_0_0_10 :  
    (opcode == 7'b0000011) ? 11'b1_01_00_1_0_0_0_00 :  
    (opcode == 7'b0100011) ? 11'b1_00_01_0_1_0_0_00 :  
    (opcode == 7'b1100011) ? 11'b0_00_10_0_0_1_0_01 :  
    (opcode == 7'b0010011) ? 11'b1_00_00_1_0_0_0_10 :  
    (opcode == 7'b1101111) ? 11'b0_10_11_1_0_0_1_00 :  
    (opcode == 7'b1100111) ? 11'b1_10_00_1_0_0_1_00 :  
                             11'b0_00_00_0_0_0_0_00;   
endmodule
module control_unit_tb;
reg [6:0] opcode;
wire branch, regwrite, memwrite, alu_src,jump;
wire [1:0] imm_src, aluop, result_src;
control_unit C_UNIT(branch,jump,regwrite,memwrite,alu_src,result_src,imm_src,aluop,opcode);
initial begin
opcode = 7'b0110011;  
#10; 
opcode = 7'b0000011;  
#10; 
opcode = 7'b0100011;  
#10; 
opcode = 7'b1100011;   
#10;
opcode = 7'b0010011;  
#10; 
opcode = 7'b1111111;  
#10; 
end
initial begin 
$monitor("time=%0t opcode=%b | branch=%b jump=%b regwrite=%b memwrite=%b alu_src=%b result_src=%b imm_src=%b aluop=%b",$time,
 opcode, branch, jump, regwrite, memwrite, alu_src, result_src, imm_src, aluop);
end
endmodule
module cu(alu_src,result_src,regwrite,memwrite,imm_src,alu_control,branch,jump,opcode,fun3,fun7);
input [6:0] opcode;
input fun7;
input [2:0] fun3;
output [2:0] alu_control;
output [1:0] imm_src,result_src;
output memwrite,alu_src,regwrite,jump,branch;
wire [1:0] aluop;
control_unit C1(branch, jump, regwrite, memwrite, alu_src, result_src, imm_src, aluop, opcode);
alu_control C2(alu_control, aluop, fun3, fun7);
endmodule
module cu_tb;
reg [6:0] opcode;
reg fun7,zero,lt;
reg [2:0] fun3;
wire [2:0] alu_control;
wire [1:0] imm_src;
wire result_src, memwrite, alu_src, regwrite,branch,jump;
cu CU(alu_src,result_src,regwrite,memwrite,imm_src,alu_control,branch,jump,opcode,fun3,fun7);
initial begin
    opcode = 7'b0110011; fun7=1'b0; fun3=3'b000;
    #10;
    opcode = 7'b0000011; fun7=1'b0; fun3=3'b010;
    #10;
    opcode = 7'b1100011; fun3=3'b000;
    #10;
    opcode = 7'b1100011; fun3=3'b000;
    #10;
end
initial begin
    $monitor("time=%0t opcode=%b funct3=%b funct7=%b | alu_control=%b regwrite=%b memwrite=%b",$time, opcode, fun3, fun7, alu_control, regwrite, memwrite);
end
endmodule
$ cat design/flow/run.sh
#!/bin/bash
# OpenROAD 26Q1-2900-gdf79404cd8, Yosys 0.63+post, stock flow scripts
make -C /OpenROAD-flow-scripts/flow DESIGN_CONFIG=/design/flow/config.mk WORK_HOME=/design/flow/orfs finish
==> git commit body <==
Refresh implementation metrics

* Critical path required time: 1.92 ns
- Of the available clock period, the critical path in the final layout requires 107%.
- Cell-by-cell trace of the critical path: buf_6 -> or2_4 -> or3_4 -> buf_6 -> or2_4 -> ha_4 -> a21oi_2 -> or3_1 -> a21oi_2 -> buf_2
* Final Worst Setup Slack: -0.156 ns
- Final number of setup-violating endpoints: 2
* Largest area contributor in the netlist: ha_1
- Clk_buf instances: 0
- Leakage dissipation: 0.313 nW
- Top-Level Pins: 23
- DRT Wirelength: 1240 um
- Using the TritonRoute via totals, the vias-per-cell ratio works out to 3.37.
- Category of the worst setup path capture point: output port
- The library cells used most frequently in the layout, excluding fill and tap cells, are 20 x buf_4, 8 x clkdlybuf4s50_1, 6 x dlygate4sd2_1, 4 x a21oi_2, 4 x buf_6.
- The post-route netlist has 56.3% of its cells at a drive strength greater than 1.
- Status: finished with violations
* Design Area, Final: 734 um2
- Average footprint of a synthesized cell: 6.02 um2
- The number of global-route vias before repair was 420.
* Detail Placement HPWL: 921 um
* Combined flip-flop and latch cell area: 0 um2
- Max-Cap Viols: 0
- Hold Crit Endpoint: result_src[0]
- Antenna violations before repair: 0
- Power Dens Cells: 83.8 mW/mm2
- Hold analysis shows the worst path with a depth of 4.
* Arrival @ worst endpoint: 2.08 ns
- Top cells by area: ha_1 11%, nor2_1 10%, a21oi_1 9.0%
* Post-synthesis chip area from yosys: 223 um2
* Total internal power: 0.0000380 W
* Unrepaired setup endpoints after global routing: yes
- Hold-check failures listed in the final report amount to 0.
- The setup path with the least slack is of type in -> out.
- Unique cell types: 21
* Routed vias: 424
- Excluding fillers, the count of instances in the completed layout stands at 126.
- Before placement the cells fill 6.52% of the core.
- The first global-routing pass estimated 1880 um of wire.
- Input and output buffers added on the ports amount to 23.
* Sequential-to-total area share from yosys stat: 0%
- The report shows a maximum critical-path fanout of 5.
- Placeable core area: 0.00342 mm2
* Violated checks: negative setup slack
* Most numerous logic cell after layout: buf_4
- The placed instances occupy a cell area of 613 um2.
- Final weighted congestion in routability-driven placement: 0.814
- Number of optimization iterations in the first detailed-route pass: 3
- Worst Setup Start Kind: primary input
- WL per Instance: 9.86 um
- The chip occupies 0.00640 mm2.
* Mapped Cells: 37
- Chip Height: 80 um
- Antenna violation net count after detailed routing: 0
* Log Warnings: 35
* Switching part of the total power: 38.3%
- After clock tree synthesis, the flow added hold-fix buffers numbering 0.
- Area share of the largest cell type after synthesis: 11.2%
- The floorplan step set the die width to 80 um.
* Worst path max stage delay: 0.35 ns
- The number of cells reported by Yosys stat comes to 37.
- For the worst min-delay path, the startpoint reported by OpenROAD is opcode[4].
* Count of sequential standard cells: 0
* Relative area change from synthesis to final layout: 230%
- The switching component of the power was reported as 0.0000236 W.
* Number of antenna diodes: 0
- Filler Cell Count: 370
- The final layout reports a setup TNS of -0.248 ns.
- Maximum number of pins on one net before global-route repair: 6
- STA on the placed design reports a worst setup slack of -0.921 ns.
- Time the final worst path needs with I/O delays and setup: 2.56 ns
- Max-slew violation total from the final report: 0
* Number of placed instances with taps included: 119
- Library cell contributing the largest single delay on the critical path: or3_4
* Number of remaining DRC errors: 0
* Site row count: 21
- Clock network fraction of design power: 0%
- The path class of the tightest hold or removal check is in -> out.
- VDD IR max: 0.0184 mV
* Yosys Warn Count: 1
- Detailed Route Iter0 Violations: 15
- Global routing used 3.39% of the available tracks across all layers.
* Slew of the pin with the lowest slew margin: 0.222 ns
- Area taken by multi-input logic gates: 288 um2
* Overall Power: 0.0000616 W
* Syn Std Cell Area: 223 um2
* Normalized max-slew margin: 85.0%
* Global route total overflow: 0
- Share of total power in sequential cells: 0%
* Timing-limited maximum frequency: 391 MHz
- Relative contribution of combinational cells to total power: 100.0%
## Yosys cell counts
cell	instances
nor3_2	1
or2_2	1
or2_1	1
nand2_1	3
a21oi_1	4
nor4_1	1
nor2b_1	2
inv_1	3
or3_1	2
nor2_1	6
nor4bb_1	1
o32ai_1	1
o211ai_1	1
o22ai_1	2
buf_2	1
nand4_1	1
a31oi_1	1
and2_1	1
buf_4	1
ha_1	2
or2_4	1
## cells by family after synthesis
kind of cell | after synthesis | synth area share [%]
buf+inv | 5 | 10.7
simple gates | 21 | 53.4
compound gates | 9 | 24.7
fa+ha+maj | 2 | 11.2
## layer usage
layer  wire length [um]  up-vias  global-route usage [%]  share of wire, %
li1                   -      219                       -                 -
met1                536      196                    4.15                43
met2                594        9                    6.18                48
met3                111        0                   0.795               8.9
met4                  0        0                       0                 0
met5                  0        -                       0                 0
## critical path: cells and delay by family
family	cells	cell delay, ns
buffers and inverters	3	0.34
adders and majority gates	1	0.17
AOI/OAI and AO/OA	2	0.13
and+or+nand+nor	4	0.94
## power groups by stage
stage     registers [W]  logic [W]  clock network, W
4_1_cts               0  0.0000546                 0
5_1_grt               0  0.0000666                 0
6_report              0  0.0000616                 0
## through the flow
| step | hold slack, ns | util [%] |
|---|---|---|
| after floorplan | 0.973 | - |
| after global placement | 1.99 | 17.9 |
| final | 1.47 | 21.5 |
| after global routing | 1.50 | 21.5 |
| after CTS | 1.45 | 20.0 |
| after detailed placement | 2.00 | 17.9 |
## worst max-delay path by stage
stage	from	endpoint	slack (ns)	cells past startpoint
CTS	opcode[3]	alu_control[0]	-0.21	9
global route	opcode[3]	alu_control[0]	-0.20	10
finish	opcode[3]	alu_control[0]	-0.16	10
## final cells by class
type	instances	share of cell area, %
well taps	46	7.84
inverters	3	1.53
repair buffers	45	51.4
multi-input cells	32	39.2
## timing repair
action,4_1_cts,5_1_grt
setup buffers,4,3
endpoints found under the setup margin,12,7
pin swaps,12,7
gates resized,45,12
Power is estimated from default activity; no workload was simulated.
